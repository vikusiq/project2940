$ cat flow/run.sh
#!/bin/bash
# OpenROAD 26Q1-2900-gdf79404cd8, Yosys 0.63+post, stock flow scripts
make -C /OpenROAD-flow-scripts/flow DESIGN_CONFIG=/design/flow/config.mk WORK_HOME=/design/flow/orfs finish
$ cat flow/config.mk
export PLATFORM = sky130hd
export DESIGN_NAME = InstructionDecoder
export DESIGN_NICKNAME = InstructionDecoder
export VERILOG_FILES = /design/flow/design.v
export SDC_FILE = /design/flow/constraint.sdc
export NUM_CORES = 4
export LEC_CHECK = 1
export CORE_AREA = 10 10 70 70
export DIE_AREA = 0 0 80 80
$ cat flow/constraint.sdc
current_design InstructionDecoder

set clk_period 2.0
set clk_io_pct 0.2

create_clock -name clk0 -period $clk_period

set non_clock_inputs [all_inputs -no_clocks]
set_input_delay [expr $clk_period * $clk_io_pct] -clock clk0 $non_clock_inputs
set_output_delay [expr $clk_period * $clk_io_pct] -clock clk0 [all_outputs]
$ cat flow/design.v
module InstructionDecoder(I, CR, RLCR, PLAR, PLWR, SELA, SELW, PLAC, ENA, INCA, DECA, PLWC, RESW, ENW, INCW, DECW, SELDATA, OEDATA);
  input [2:0] I;
  input [2:0] CR;
  output reg RLCR, PLAR, PLWR, SELA, SELW, PLAC, ENA, INCA, DECA, PLWC, RESW, ENW, INCW, DECW, OEDATA;
  output reg [1:0] SELDATA; 
  always@(I or CR ) begin
  casex({I,CR}) 
    6'b000xxx: begin
               RLCR=1'b1; PLAR=1'b0; PLWR=1'b0; SELA=1'bx;
               SELW=1'bx; PLAC=1'b0; ENA=1'b0; INCA=1'bx; 
               DECA=1'bx; PLWC=1'b0; RESW=1'b0; ENW=1'b0;
               INCW=1'bx; DECW=1'bx; SELDATA=2'bxx; OEDATA=1'b0;
               end
    6'b001xxx: begin
               RLCR=1'b0; PLAR=1'b0; PLWR=1'b0; SELA=1'bx;
               SELW=1'bx; PLAC=1'b0; ENA=1'b0; INCA=1'bx; 
               DECA=1'bx; PLWC=1'b0; RESW=1'b0; ENW=1'b0;
               INCW=1'bx; DECW=1'bx; SELDATA=2'b1x; OEDATA=1'b1;  
               end
    6'b010xxx: begin 
               RLCR=1'b0; PLAR=1'b0; PLWR=1'b0; SELA=1'bx;
               SELW=1'bx; PLAC=1'b0; ENA=1'b0; INCA=1'bx; 
               DECA=1'bx; PLWC=1'b0; RESW=1'b0; ENW=1'b0;
               INCW=1'bx; DECW=1'bx; SELDATA=2'b01; OEDATA=1'b1; 
               end  
    6'b011xxx: begin 
	       RLCR=1'b0; PLAR=1'b0; PLWR=1'b0; SELA=1'bx;
               SELW=1'bx; PLAC=1'b0; ENA=1'b0; INCA=1'bx; 
               DECA=1'bx; PLWC=1'b0; RESW=1'b0; ENW=1'b0;
               INCW=1'bx; DECW=1'bx; SELDATA=2'b00; OEDATA=1'b1;
             end
    6'b100xx0,
    6'b100x11: begin 
               RLCR=1'b0; PLAR=1'b0; PLWR=1'b0; SELA=1'b1;
               SELW=1'b1; PLAC=1'b1; ENA=1'b0; INCA=1'bx; 
               DECA=1'bx; PLWC=1'b1; RESW=1'b0; ENW=1'b0;
               INCW=1'bx; DECW=1'bx; SELDATA=2'bxx; OEDATA=1'b0;
             end
    6'b100x01: begin 
               RLCR=1'b0; PLAR=1'b0; PLWR=1'b0; SELA=1'b1;
               SELW=1'bx; PLAC=1'b1; ENA=1'b0; INCA=1'bx; 
               DECA=1'bx; PLWC=1'b0; RESW=1'b1; ENW=1'b0;
               INCW=1'bx; DECW=1'bx; SELDATA=2'bxx; OEDATA=1'b0; 
             end
    6'b101xxx: begin 
               RLCR=1'b0; PLAR=1'b1; PLWR=1'b0; SELA=1'b0;
               SELW=1'bx; PLAC=1'b1; ENA=1'b0; INCA=1'bx; 
               DECA=1'bx; PLWC=1'b0; RESW=1'b0; ENW=1'b0;
               INCW=1'bx; DECW=1'bx; SELDATA=2'bxx; OEDATA=1'b0;
             end
    6'b110xx0,
    6'b110x11: begin RLCR=1'b0; PLAR=1'b0; PLWR=1'b1; SELA=1'bx;
               SELW=1'b0; PLAC=1'b0; ENA=1'b0; INCA=1'bx; 
               DECA=1'bx; PLWC=1'b1; RESW=1'b0; ENW=1'b0;
               INCW=1'bx; DECW=1'bx; SELDATA=2'bxx; OEDATA=1'b0;    
             end
    6'b110x01: begin 
	       RLCR=1'b0; PLAR=1'b0; PLWR=1'b1; SELA=1'bx;
               SELW=1'b0; PLAC=1'b0; ENA=1'b0; INCA=1'bx; 
               DECA=1'bx; PLWC=1'b0; RESW=1'b1; ENW=1'b0;
               INCW=1'bx; DECW=1'bx; SELDATA=2'bxx; OEDATA=1'b0;
             end
    6'b111000: begin 
	       RLCR=1'b0; PLAR=1'b0; PLWR=1'b0; SELA=1'bx;
               SELW=1'bx; PLAC=1'b0; ENA=1'b1; INCA=1'b1; 
               DECA=1'b0; PLWC=1'b0; RESW=1'b0; ENW=1'b1;
               INCW=1'b0; DECW=1'b1; SELDATA=2'bxx; OEDATA=1'b0;
             end
    6'b1110x1: begin 
	       RLCR=1'b0; PLAR=1'b0; PLWR=1'b0; SELA=1'bx;
               SELW=1'bx; PLAC=1'b0; ENA=1'b1; INCA=1'b1; 
               DECA=1'b0; PLWC=1'b0; RESW=1'b0; ENW=1'b1;
               INCW=1'b1; DECW=1'b0; SELDATA=2'bxx; OEDATA=1'b0;
             end
    6'b111010: begin 
	       RLCR=1'b0; PLAR=1'b0; PLWR=1'b0; SELA=1'bx;
               SELW=1'bx; PLAC=1'b0; ENA=1'b1; INCA=1'b1; 
               DECA=1'b0; PLWC=1'b0; RESW=1'b0; ENW=1'b0;
               INCW=1'bx; DECW=1'bx; SELDATA=2'bxx; OEDATA=1'b0;
             end
    6'b111100: begin 
	       RLCR=1'b0; PLAR=1'b0; PLWR=1'b0; SELA=1'bx;
               SELW=1'bx; PLAC=1'b0; ENA=1'b1; INCA=1'b0; 
               DECA=1'b1; PLWC=1'b0; RESW=1'b0; ENW=1'b1;
               INCW=1'b0; DECW=1'b1; SELDATA=2'bxx; OEDATA=1'b0;
             end
    6'b1111x1: begin 
	       RLCR=1'b0; PLAR=1'b0; PLWR=1'b0; SELA=1'bx;
               SELW=1'bx; PLAC=1'b0; ENA=1'b1; INCA=1'b0; 
               DECA=1'b1; PLWC=1'b0; RESW=1'b0; ENW=1'b1;
               INCW=1'b0; DECW=1'b0; SELDATA=2'bxx; OEDATA=1'b0;
             end
    6'b111110: begin
	       RLCR=1'b0; PLAR=1'b0; PLWR=1'b0; SELA=1'bx;
               SELW=1'bx; PLAC=1'b0; ENA=1'b1; INCA=1'b0; 
               DECA=1'b1; PLWC=1'b0; RESW=1'b0; ENW=1'b0;
               INCW=1'bx; DECW=1'bx; SELDATA=2'bxx; OEDATA=1'b0;
             end
  endcase
end
endmodule
module test_InstructionDecoder;
endmodule
==> summary.txt <==
The implementation run finished. Worst-case vdd ir drop landed at 0.01677 mV. For this run, the number of Yosys warnings is 1. Setup repair after global routing left no endpoint under its margin. Detailed-route DRC error count landed at 0. The setup path with the least slack is of type in -> out.

The worst setup path is captured at an output port. Row generation in the floorplan step produced 21 rows. The internal power of the cells totals 42.48 µW. Die area landed at 0.006400 mm².

The horizontal die dimension reported for this design is 80 µm. Number of antenna violations at the first check in global routing landed at 0. Part of the total power dissipated in combinational logic landed at 1.000. Per the repair_timing log after CTS, setup buffers inserted total 0. Looking at the max-slew report, the worst-margin pin has a slew of 0.1888 ns. Averaged over all synthesized cells, the footprint is 6.256 µm². The most critical setup path has its startpoint at I[2]. The worst pin sits at a relative slew slack of 0.8742. Maximum fanout count along the critical path landed at 6. Fraction of power spent switching nets landed at 0.3172.

Hold violation total from the final report landed at 0. The worst setup path is launched from an input pin. The routed design shows a via density per instance of 2.705.

Per the gpl log, the routability congestion estimate is around 0.76. Total vias in the final route landed at around 260. The tool flagged a number of max-cap violations equal to 0.

Share of layout cells above drive strength 1 landed at 0.1837. The run finished with clean final reports. The report lists the cells along the critical path as dlygate4sd2_1 -> and3_4 -> and2_1 -> clkdlybuf4s50_1.

Net switching power landed at 19.73 µW. In this run the worst hold path is classified as in -> out. For this run, the top clock speed supported by timing is 0.5192 GHz. The stat command in Yosys gives a chip area of 143.9 µm². The cell area that synthesis handed to floorplanning was 143.9 µm². Boundary pin count landed at 23. Together, buffers and inverters on the worst path number 2.

The netlist uses 14 different library cells. Number of clock-tree buffers in the layout landed at 0. The finished layout holds 95 standard cells, fillers aside. The floorplan step records an initial core utilization of 0.04212. Register cell area after layout landed at 0 µm².

Detailed-routing iteration count for the pre-antenna-repair pass landed at 4. Sum of net half-perimeters after detailed placement landed at 759.1 µm. In this run the standard cell core region covers 0.003416 mm². Once placement completed, the tool counted placed cells totaling 95. The report lists the power per cell area as 136.2 mW/mm². Post-synthesis cell count from yosys landed at 23.

Per the cell usage report, the commonest logic cells after layout are sky130_fd_sc_hd__clkdlybuf4s50_1, sky130_fd_sc_hd__dlygate4sd2_1, sky130_fd_sc_hd__buf_4. Warnings raised by the tools during the run amount to 32. The critical path endpoint has a required time of 1.60 ns. Ranked by total cell area, the synthesized netlist is headed by sky130_fd_sc_hd__buf_6, sky130_fd_sc_hd__and2_1, sky130_fd_sc_hd__and3_1. Data on the critical path arrives at its endpoint at 1.53 ns. Pins over their slew limit in the final report were tallied at 0. Per the cell usage report, the commonest logic cell in the layout is sky130_fd_sc_hd__clkdlybuf4s50_1. Area share of the largest cell type after synthesis landed at 0.1565. Post-synthesis cell count landed at 23. Per Yosys stat, the portion of area used by sequential elements is 0. Global-route wire length before repair landed at 1166 µm.

In this design, the largest share of critical-path delay is due to buffers and inverters. The violation tally recorded at the end of detailed-routing iteration 0 is 3. Worst hold slack landed at 1.492 ns. The final layout contains routed wiring with a total length of ~800 µm. TritonRoute output was used to compute an average wire per cell of 8.442 µm.

Per the hold report, the tightest min-delay path originates at CR[0]. Height of the chip landed at 80 µm. Count of port buffers added during placement landed at 23. Entering global routing, the biggest net connects 7 pins. For this design, the CTS-stage hold fixing added 0 buffers. sky130_fd_sc_hd__buf_6 takes more of the synthesized area than any other cell. Total antenna diodes in the routed design landed at 0. For this design, the slowest cell found on the critical path is sky130_fd_sc_hd__clkdlybuf4s50_1. Global routing finished with a remaining overflow of 0. Of the available clock period, the critical path in the final layout requires 0.9630. The flow measured a signed area growth from synthesis to layout of 217.4%. The share of total power dissipated in the clock network is 0. Largest stage delay on the critical path landed at 0.47 ns. Part of the power in registers landed at 0.

Antenna violation net count after detailed routing landed at 0. The number of global-route vias before repair came to 243. The worst path needs a little under 2 ns of the cycle, external delays included.

Reported leakage power landed at roughly 0.18 nW. Global-route total usage across every layer landed at 0.02147. According to the cell report, flip-flops and latches in the layout number 0. Number of endpoints failing setup at the final stage landed at 0.
[cells by family after synthesis]
kind of cell | Yosys count | share of synthesized area
and+or+nand+nor | 17 | 0.6695
buffers and inverters | 4 | 0.2087
AOI/OAI and AO/OA | 2 | 0.1218
[synthesized netlist by cell type (2+ instances only)]
cell type and count:
sky130_fd_sc_hd__inv_1 2, sky130_fd_sc_hd__nand2_1 3, sky130_fd_sc_hd__nor2_1 2, sky130_fd_sc_hd__and3_1 2, sky130_fd_sc_hd__and2_1 3, sky130_fd_sc_hd__nand2b_1 2
sky130_fd_sc_hd__buf_6 2
[path summary, 6_finish.rpt]
check               to  slack, ns  cells after the start
setup / recovery  DECA       0.07                      4
hold / removal    DECW       1.49                      3
[power groups by stage]
stage                 clock network (mW)  registers [mW]  logic (mW)
after CTS                              0               0      0.0621
final                                  0               0      0.0622
after global routing                   0               0      0.0677
[per-stage QoR]
step                utilization  power (mW)  setup WS, ns  TNS, ns  area (µm²)
finish                   0.1337     0.06221       0.07401        0       456.7
global route             0.1337     0.06773       0.01172        0       456.7
CTS                      0.1304     0.06205       0.04629        0       445.4
detailed placement       0.1308     0.06440       -0.2503   -2.275       446.7
global placement         0.1308     0.06430       -0.2066   -1.962       446.7
floorplan                     -     0.01523        0.6797        0       143.9
[metal layers]
| metal | global-route usage | vias to the layer above | wire [µm] |
|---|---|---|---|
| li1 | - | 129 | - |
| met1 | 0.02505 | 116 | 337 |
| met2 | 0.03852 | 12 | 362 |
| met3 | 0.007955 | 0 | 102 |
| met4 | 0 | 0 | 0 |
| met5 | 0 | - | 0 |
[what timing repair did]
action | CTS | global route
resized | 7 | 3
endpoints found under the setup margin | 17 | 2
cloned | 0 | 0
pin swaps | 0 | 0
[final cells by class]
| cell class | count | area [µm²] |
|---|---|---|
| multi-input cells | 19 | 130.1 |
| inverters | 2 | 7.507 |
| fillers | 400 | 2959 |
| repair buffers | 28 | 261.5 |
| well taps | 46 | 57.56 |
Power is estimated from default activity; no workload was simulated.
